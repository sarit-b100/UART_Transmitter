File: run.sh
#!/bin/bash
# OpenROAD 26Q1-2900-gdf79404cd8, Yosys 0.63+post, stock flow scripts
make -C /OpenROAD-flow-scripts/flow DESIGN_CONFIG=/design/flow/config.mk WORK_HOME=/design/flow/orfs finish
File: constraint.sdc
current_design top

set clk_period 4.6
set clk_io_pct 0.2

create_clock -name clk0 -period $clk_period [get_ports {clk}]

set non_clock_inputs [all_inputs -no_clocks]
set_input_delay [expr $clk_period * $clk_io_pct] -clock clk0 $non_clock_inputs
set_output_delay [expr $clk_period * $clk_io_pct] -clock clk0 [all_outputs]
File: design.v
module Debounce(input pb_1,slow_clk,output pb_out);
wire Q1,Q2,Q2_bar;
my_dff d1(slow_clk, pb_1,Q1 );
my_dff d2(slow_clk, Q1,Q2 );
assign Q2_bar = ~Q2;
assign pb_out = Q1 & Q2_bar;
endmodule
module my_dff(input DFF_CLOCK, D, output reg Q);
    always @ (posedge DFF_CLOCK) begin
        Q <= D;
    end
endmodule
module top(
input [7:0]sw,
input btn0,
input btn1,
input clk,
output TxD
); 
wire transmit;
reg [14:0]counter=0;
reg slow_clk=1'b0;
always @(posedge clk)
begin
    if(counter < 25000)
        counter <= counter + 1'b1;
    else begin
        counter <= 0;
        slow_clk <= ~slow_clk;
    end
end
Debounce D2(btn1,slow_clk,transmit);
transmitter T1(.clk(clk), .reset(btn0),.transmit(transmit),.TxD(TxD),.data(sw));
endmodule
module transmitter(input clk,reset,transmit,input [7:0] data,output reg TxD);
reg [3:0] bitcounter=0;
reg [13:0] counter=0;
reg state,next_state;
reg [9:0] right_sh_reg=0;
reg shift,load,clear;
reg baud_clk = 1'b0;
always@(posedge clk)
begin
    if(counter<10415) begin
        counter <= counter + 1'b1;
    end
    else begin
        counter <= 0;
        baud_clk <= ~baud_clk;
    end        
end
parameter IDLE=1'b0,TRANSMIT=1'b1;
always@(state or transmit or bitcounter)
begin
    case(state)
    IDLE:begin
            if(transmit==1'b1)
                next_state = TRANSMIT;
            else
                next_state = IDLE;
         end
    TRANSMIT:begin
                if(bitcounter<9)
                   next_state = TRANSMIT; 
                else
                    next_state = IDLE;
             end
     endcase
end
always@(posedge clk or negedge reset)
begin
    if(reset==1'b0)
        state = IDLE;
    else if(counter==10415)
        state = next_state;
end
always@(state or transmit or bitcounter)
begin
    case(state)
    IDLE:begin
            if(transmit==1'b0)
                {shift,load,clear} <= 3'b000;
            else
                {shift,load,clear} <= 3'b010;
            TxD <= 1'b1;
         end
    TRANSMIT:begin
                if(bitcounter < 9)
                    {shift,load,clear} <= 3'b100;
                else
                    {shift,load,clear} <= 3'b001;
                TxD <= right_sh_reg[0];
             end
     endcase
end
always@(posedge clk)
begin
    if(counter==10415)
    begin
        if({shift,load,clear}==3'b010)
        begin
            right_sh_reg = {1'b1,data,1'b0};
            bitcounter = 0;
        end
        else if({shift,load,clear}==3'b100)
        begin
            right_sh_reg = right_sh_reg>>1;
            bitcounter = bitcounter + 1;
        end
        else if({shift,load,clear}==3'b001)
        begin
            bitcounter = 0;
        end
    end
end
endmodule        
File: config.mk
export PLATFORM = sky130hd
export DESIGN_NAME = top
export DESIGN_NICKNAME = top
export VERILOG_FILES = /design/flow/design.v
export SDC_FILE = /design/flow/constraint.sdc
export NUM_CORES = 4
export LEC_CHECK = 1
export CORE_UTILIZATION = 30
==> run summary <==
Clock Pin Slew Worst Setup and Hold Paths = 0.09 ns
critical hold path startpoint = counter[0]
Starting DRT DRC Count = 46
CP arrival = 1.24 ns
count of synthesis-stage warnings from yosys = 3
CTS HTree Levels = 2
post-synthesis cell area = 2070 um^2
fill cell instance count of the final layout = 647
Worst-Margin Slew = 0.725 ns
placeable core area = 6490 um^2
antenna viol nets, final = 0
kind of start point of the critical path = flip-flop
final setup fails = 0
Cell variety after synth = 36
standby leakage power = 0.777 nW
largest net degree at the start of global routing = 17
TritonCTS Buffers = 5
clock latency of the later-clocked register in the worst-skew pair = 0.29 ns
layout cells sized above 1 = 10.7%
proportion of netlist area held by the largest area contributor = 30.0%
total congestion overflow = 0
Final Hold Fails = 0
maximum root-to-sink buffer count = 2
global routing usage summed across all routing layers = 9.16%
detailed-route via count = 1341
number of maximum-capacitance constraint violations = 0
power per cell area = 282 nW/um^2
Antenna diodes = 0
clk_skew = 0.00675 ns
first-pass GRT wire length = 5.35 mm
TritonCTS clock tree = built
Post-CTS Hold Fix Bufs = 0
post-layout utilization of the core = 36.0%
total power = 0.660 mW
critical path fanouts, max = 5
number of flip-flops in the largest register = 15
WL met2 = 1.19 mm
leading cell types by total area after synthesis = sky130_fd_sc_hd__dfxtp_1, sky130_fd_sc_hd__edfxtp_1, sky130_fd_sc_hd__xnor2_1
wire length reported by the detailed router = 2.98 mm
async set-or-reset flop fraction in the synthesized netlist = 2.13%
top routing layer in use = met4
placer congestion estimate = 0.766
R2R Path Start = T1.counter[8]
TNS Setup = 0 ns
number of antenna violations at the first check in global routing = 0
number of register pins that no clock reaches = 2
Post-Syn Area per Cell = 10.3 um^2
CTS-repair resized insts = 0
most instantiated logic cells after routing = sky130_fd_sc_hd__nor2_1, sky130_fd_sc_hd__dfxtp_1, sky130_fd_sc_hd__xnor2_1
via count of the first global-routing pass = 1244
TritonRoute pass-1 iters = 18
beginning of the critical path = T1.state
max frequency = 462 MHz
wire length per cell = 10.2 um
count of tool warnings = 26
chip area in the Yosys report = 2070 um^2
number of synthesized flops with an enable pin = 15
dominant logic cell type in the layout = sky130_fd_sc_hd__nor2_1
r2r setup slk = 2.75 ns
required arrival time at the worst endpoint = 3.68 ns
Yosys top cell by area = sky130_fd_sc_hd__dfxtp_1
Placed Cells = 284
via count normalized by instance count = 4.59
setup repair after global routing missed its margin = false
type of the most critical hold path = reg2reg
count of endpoints without a timing constraint = 2
worst relative slew slack = 51.6%
die area = 7220 um^2
number of storage elements in the synthesis netlist = 47
area overhead of the layout relative to synthesis = 13.1%
Worst IR Drop VDD = 0.000112 V
Worst setup EP type = primary output
pins over their slew limit = 0
width of the die = 85.0 um
critical setup path kind = reg2out
setup fix buffers added after clock tree synthesis = 0
detailed route wirelength on metal3 = 118 um
count of mapped cells out of synthesis = 200
estimated wirelength of the detail-placed design = 2.03 mm
share of the yosys chip area belonging to registers = 53.1%
starting utilization of the core area = 31.8%
Final min period = 2.16 ns
run status = complete, no violations
final cycle utilization of the critical path = 47.0%
final instance count without filler cells = 292
tally of buffers added on design ports = 11
cell total in the yosys stat output = 200
post-route DRC violation count = 0
cell at the root of the clock tree = sky130_fd_sc_hd__clkbuf_8
met1 layer wirelength in the final routing = 1.63 mm
most common flop cell mapped by yosys = sky130_fd_sc_hd__dfxtp_1
Hold WS = 0.455 ns
vertical extent of the die = 85.0 um
placement row count = 29
top-level port count = 12
-- Yosys cell counts, types with 3 or more instances --
master                      n
sky130_fd_sc_hd__edfxtp_1  15
sky130_fd_sc_hd__xnor2_1   21
sky130_fd_sc_hd__dfxtp_1   31
sky130_fd_sc_hd__nor2b_1    3
sky130_fd_sc_hd__mux2_2     8
sky130_fd_sc_hd__nand4_1    3
sky130_fd_sc_hd__a21oi_1    3
sky130_fd_sc_hd__inv_1     11
sky130_fd_sc_hd__ha_1       4
sky130_fd_sc_hd__nand2_1   12
sky130_fd_sc_hd__nand3_1    9
sky130_fd_sc_hd__nor2_1    35
sky130_fd_sc_hd__nor4_1     7
sky130_fd_sc_hd__buf_2      3
sky130_fd_sc_hd__xor2_1     3
sky130_fd_sc_hd__nor3_1     8
-- critical path, cell delays in order (launching register included) --
cell and delay (ns):
sky130_fd_sc_hd__dfrtp_1 0.42, sky130_fd_sc_hd__nand2b_1 0.08, sky130_fd_sc_hd__clkdlybuf4s50_1 0.45
-- kinds of logic after synthesis --
family          synth area share (%)
simple gates                    22.3
flops                           53.1
xor+xnor                        10.2
buf+inv                         3.45
compound gates                  3.69
mux                             4.91
fa+ha+maj                       2.42
-- area by class of cell --
class | count | area [um^2] | area share, %
Clock buffer | 5 | 68.8 | 2.95
Clock inverter | 3 | 21.3 | 0.911
Inverter | 12 | 45.0 | 1.93
Multi-Input combinational cell | 137 | 898 | 38.5
Sequential cell | 47 | 1100 | 46.9
Tap cell | 77 | 96.3 | 4.12
Timing Repair Buffer | 11 | 110 | 4.71
-- stage by stage --
| stage | instance area [um^2] | worst slack [ns] |
|---|---|---|
| after detailed placement | 2250 | 2.75 |
| after floorplan | 2070 | 2.88 |
| after global routing | 2340 | 2.34 |
| after CTS | 2340 | 2.41 |
| final | 2340 | 2.44 |
| after global placement | 2250 | 2.75 |
-- final timing paths --
check                                endpoint  depth (start not counted)
setup / recovery                          TxD                          2
hold / removal                     counter[0]                          1
setup reg to reg           T1.right_sh_reg[6]                          3
hold reg to reg                    counter[0]                          1
max in group asynchronous            T1.state                          1
min in group asynchronous            T1.state                          1
-- metal layers --
layer  up-vias  track usage [%]
li1        706                -
met1       617             14.1
met2        13             13.8
met3         5             2.27
met4         0             1.39
met5         -                0
-- power breakdown --
part	internal [mW]	total, mW	switching [mW]
clock	0.108	0.243	0.135
sequential	0.408	0.408	0
combinational	0.00794	0.00917	0.00123
Power and IR drop assume default switching activity.
